--- flow/run.sh ---
#!/bin/bash
# OpenROAD 26Q1-2900-gdf79404cd8, Yosys 0.63+post, stock flow scripts
make -C /OpenROAD-flow-scripts/flow DESIGN_CONFIG=/design/flow/config.mk WORK_HOME=/design/flow/orfs finish
--- flow/config.mk ---
export PLATFORM = sky130hd
export DESIGN_NAME = cpu0
export DESIGN_NICKNAME = cpu0
export VERILOG_FILES = /design/flow/design.v
export SDC_FILE = /design/flow/constraint.sdc
export NUM_CORES = 4
export LEC_CHECK = 1
export CORE_UTILIZATION = 40
--- flow/constraint.sdc ---
current_design cpu0

set clk_period 258.3
set clk_io_pct 0.2

create_clock -name clk0 -period $clk_period [get_ports {clock}]

set non_clock_inputs [all_inputs -no_clocks]
set_input_delay [expr $clk_period * $clk_io_pct] -clock clk0 $non_clock_inputs
set_output_delay [expr $clk_period * $clk_io_pct] -clock clk0 [all_outputs]
--- flow/design.v ---
module cpu0(input clock, reset, input [3:0] itype, output reg [2:0] tick, 
             output reg [31:0] ir, pc, mar, mdr, inout [31:0] dbus, 
             output reg m_en, m_rw, output reg [1:0] m_w1, output [31:0] SP_o);
    reg signed [31:0] R [0:15];
	 reg signed [31:0] R_st [0:15];
    reg [7:0] op;
    reg [3:0] a, b, c;
    reg signed [11:0] cx12;
    reg signed [15:0] cx16;
    reg signed [23:0] cx24;
    reg [4:0] c5;
    reg signed [31:0] c12, c16, c24, Ra, Rb, Rc, ipc;  
    parameter [7:0] LD=8'h00,ST=8'h01,LDB=8'h02,STB=8'h03,LDR=8'h04,STR=8'h05,
    LBR=8'h06,SBR=8'h07,LDI=8'h08,CMP=8'h10,MOV=8'h12,ADD=8'h13,SUB=8'h14,
    MUL=8'h15,DIV=8'h16,AND=8'h18,OR=8'h19,XOR=8'h1A,ROL=8'h1C,ROR=8'h1D,
    SHL=8'h1E,SHR=8'h1F,JEQ=8'h20,JNE=8'h21,JLT=8'h22,JGT=8'h23,JLE=8'h24,
    JGE=8'h25,JMP=8'h26,SWI=8'h2A,CALL=8'h2B,RET=8'h2C,IRET=8'h2D,
    PUSH=8'h30,POP=8'h31,PUSHB=8'h32,POPB=8'h33,
	 CALLP=8'h40;
    reg inInt = 0;
    task memReadStart(input [31:0] addr, input [1:0] w1); begin  
       mar = addr;      
       m_rw = 1;      
       m_en = 1;      
       m_w1 = w1;
    end    endtask
    task memReadEnd(output [31:0] data); begin  
       mdr = dbus;  
       data = mdr;  
       m_en = 0;  
    end    endtask
    task memWriteStart(input [31:0] addr, input [31:0] data, input [1:0] w1); begin 
       mar = addr;     
       mdr = data;
       m_rw = 0;     
       m_en = 1;      
       m_w1  = w1;
    end    endtask
    task memWriteEnd; begin  
       m_en = 0;  
    end endtask
    task regSet(input [3:0] i, input [31:0] data); begin
        if (i!=0) R[i] = data;
    end endtask
    task taskInterrupt(input [3:0] iMode); begin
    if (inInt==0) begin
        case (iMode)
            4'b0001: begin R[15] = 0; tick = 0; R[0] = 0; R[12] = 0; R[14] = -1; end
            4'b0011: begin R[14] = R[15]; R[15] = 4; R[12][7] = 1'b1; end
				4'b0100: begin R[14] = R[15]; R[15] = 8; R[12][7] = 1'b1; end
				4'b0101: begin R[14] = R[15]; R[15] = 12; R[12][7] = 1'b1; end
        endcase
        inInt = 1;
    end
    end endtask
    task taskExecute; begin
            tick = tick+1;
            m_en = 0;
            case (tick)    
                1: begin   
                    memReadStart(R[15], 2'b11);
                    ipc  = R[15];
                    R[15] = R[15]+4;
                end
                2: begin   
                    memReadEnd(ir);  
                    {op,a,b,c,cx12} = ir;
                    cx24 = ir[23:0];
                    cx16 = ir[15:0];
                    c5  = ir[4:0];
                    c12 = cx12;  
                    c16 = cx16;  
                    c24 = cx24;  
                    Ra = R[a];
                    Rb = R[b];
                    Rc = R[c];
                end
                3: begin  
                    case (op)
                        LD:  memReadStart(Rb+c16, 2'b11);          
                        ST:  memWriteStart(Rb+c16, Ra, 2'b11);  
                        LDR: memReadStart(Rb+Rc, 2'b11);         
                        STR: memWriteStart(Rb+Rc, Ra, 2'b11);     
                        LDI: R[a] = Rb+c16;                      
                        CMP: begin R[12][31]=(Ra-Rb<0);R[12][30]=(Ra-Rb==0); end  
                        MOV: regSet(a, Rb);                  
                        ADD: regSet(a, Rb+Rc);                 
                        SUB: regSet(a, Rb-Rc);                 
                        MUL: regSet(a, Rb*Rc);                 
                        DIV: regSet(a, Rb/Rc);                 
                        AND: regSet(a, Rb&Rc);                 
                        OR:  regSet(a, Rb|Rc);                 
                        XOR: regSet(a, Rb^Rc);                 
                        SHL: regSet(a, Rb<<c5);                 
                        SHR: regSet(a, Rb>>c5);                 
                        JEQ: if (R[12][30]) R[15]=R[15]+c24;             
                        JNE: if (!R[12][30]) R[15]=R[15]+c24;             
                        JLT: if (R[12][31])R[15]=R[15]+c24;         
                        JGT: if (!R[12][31]&&!R[12][30]) R[15]=R[15]+c24;         
                        JLE: if (R[12][31] || R[12][30]) R[15]=R[15]+c24;         
                        JGE: if (!R[12][31] || R[12][30]) R[15]=R[15]+c24;     
                        JMP: R[15] = R[15]+c24;                      
                        SWI: begin R[14]=R[15];R[15]= c24; R[12][7] = 1'b1; end  
                        CALL:begin R[14]=R[15];R[15]=R[15] + c24; end  
								CALLP:begin R[14]=R[15];R[15]=Ra; end  
                        RET: begin R[15]=R[14]; end                 
                        IRET:begin R[15]=R[14];R[12][7] = 1'b0; end     
                        PUSH:begin R[13] = R[13]-4; memWriteStart(R[13], Ra, 2'b11); end  
                        POP: begin memReadStart(R[13], 2'b11); R[13] = R[13] + 4; end     
                    endcase
                end
                4: begin  
                    case (op)
                        LD, LDB, LDR, LBR, POP, POPB  : memReadEnd(R[a]);  
                        ST, STB, STR, SBR, PUSH, PUSHB: memWriteEnd();  
                    endcase
                    tick = 0;
                end                
            endcase
    end endtask
    always @(posedge clock) begin
        if (reset == 0) begin
            taskInterrupt(4'b0001);
        end else if (tick == 0 && itype != 4'b0000 && R[12][7] != 1'b1) begin
            taskInterrupt(itype);
        end else begin
            inInt = 0;
            taskExecute();
        end
        pc = R[15];
    end
	 assign SP_o = R[13];
endmodule
==> Slide: Implementation Results <==
Physical Implementation Snapshot

Status
  • Status: aborted with a tool error
  • Failed at: global routing
  • Err: [ERROR RSZ-0074] Failed to build tree from global routes for pin 'dbus[9]' and net 'dbus[9]' at grid (189750, 3450): found route to 5 pins, expected 4

Synth
  • Chip Area, Yosys: around 0.097 mm^2
  • # Cells Yosys: 11800
  • Flops after synth: 710
  • Mean Syn Cell Area: 8.21 um^2
  • EDFF count, synth: approximately 710
  • Area leader, netlist: edfxtp_1
  • Cells after Synth: around 12000
  • Sequential area share after synthesis: roughly 22%
  • Post-synth cell types: between 100 and 150
  • Top cells, area: edfxtp_1, ha_1, fa_1, nand2_1, a22oi_1
  • FFs w/ async S/R, synth: 0%
  • Synth Cell Area: 0.0965 mm^2
  • Dominant Register Cell: edfxtp_1
  • Area share, top type: between 20% and 30%
  • YS warnings: 2

Floorplanning
  • Die X: approximately 490 um
  • Row count: about 180
  • Fp_density: 40.4%
  • Die y size: between 400 and 500 um
  • Ports: 205

Clock tree
  • Cts repair resizes: 0
  • Total CTS buffers: roughly 75
  • Worst-case clock buffer depth: 3
  • CTS Root Cell: clkbuf_16
  • CTS Hold Bufs: 0
  • Setup bufs post-CTS: 0
  • H-Tree Depth: 3
  • Sink Count: roughly 710

Place
  • Placed Cells incl. Taps: roughly 15000
  • GP Congestion: around 1.1
  • DP HPWL: around 430000 um
  • Port Buffers: between 150 and 200
  • Pre-CTS WS: around 160000 ps

Global routing
  • Largest net degree at the start of global routing: roughly 83

STA
  • Endpoints left unconstrained: 32
-- cell families after synthesis --
| logic type | count (synthesis) | synth area share [%] |
|---|---|---|
| compound gates | 3624 | 25.8 |
| xor+xnor | 626 | 5.68 |
| fa+ha+maj | 1290 | 19.9 |
| buf+inv | 1492 | 5.85 |
| flops | 710 | 22.1 |
| mux | 199 | 2.24 |
| other cells | 1 | 0.00389 |
| simple gates | 3819 | 18.4 |
-- cell usage after synthesis (77+ instances only) --
cell	instances
nor2_1	1035
a22o_1	77
nand2_1	1264
nand4_1	213
a21oi_1	764
o211ai_1	88
ha_1	878
and2_1	82
o22a_1	110
inv_1	775
a21o_1	177
o21ai_0	588
nor2b_1	112
a221oi_1	184
clkbuf_1	575
nor3_1	271
fa_1	412
a31oi_1	139
o21a_1	159
buf_1	92
or3_1	93
and3_1	81
xnor2_1	422
a211oi_1	90
mux2i_1	116
nand2b_1	113
a22oi_1	580
nand3_1	300
edfxtp_1	709
xor2_1	204
-- through the flow --
stage               total power [uW]  hold slack, ps  area [um^2]  utilization [%]
global placement                3540             610       105000             43.8
CTS                             3660             634       107000             44.8
detailed placement              3520             602       105000             43.8
floorplan                       1750             540        96500                -
Power is estimated from default activity; no workload was simulated.
